$ cat ./run.sh
#!/bin/bash
# OpenROAD 26Q1-2900-gdf79404cd8, Yosys 0.63+post, stock flow scripts
make -C /OpenROAD-flow-scripts/flow DESIGN_CONFIG=/design/flow/config.mk WORK_HOME=/design/flow/orfs finish
$ cat ./config.mk
export PLATFORM = sky130hd
export DESIGN_NAME = AFIFO
export DESIGN_NICKNAME = AFIFO
export VERILOG_FILES = /design/flow/design.v
export SDC_FILE = /design/flow/constraint.sdc
export NUM_CORES = 4
export LEC_CHECK = 1
export CORE_UTILIZATION = 30
$ cat ./constraint.sdc
current_design AFIFO

set clk_period 5.4
set clk_io_pct 0.2

create_clock -name clk0 -period $clk_period [get_ports {dst_clk}]
create_clock -name clk1 -period $clk_period [get_ports {src_clk}]

set non_clock_inputs [all_inputs -no_clocks]
set_input_delay [expr $clk_period * $clk_io_pct] -clock clk0 $non_clock_inputs
set_output_delay [expr $clk_period * $clk_io_pct] -clock clk0 [all_outputs]
$ cat ./design.v
module AFIFO
   #(
    parameter FIFO_DEPTH   = 16,
    parameter DATA_WIDTH   = 32,
    parameter ADDR_WIDTH   = (FIFO_DEPTH > 1) ? ($clog2(FIFO_DEPTH) + 1) : 2,  
    parameter CNT_WIDTH    = $clog2(FIFO_DEPTH + 1'b1)                         
    )
    (
    input                       src_clk,
    input                       src_rst_n,
    input                       src_vld,
    output reg                  src_rdy,
    input      [DATA_WIDTH-1:0] src_data,
    output reg [CNT_WIDTH-1:0]  src_cnt,
    input                       dst_clk,
    input                       dst_rst_n,
    output                      dst_vld,
    input                       dst_rdy,
    output     [DATA_WIDTH-1:0] dst_data,
    output reg [CNT_WIDTH-1:0]  dst_cnt
    );
localparam PTR_MAX         = (1 << (ADDR_WIDTH - 1)) + FIFO_DEPTH - 1;
localparam PTR_MIN         = (1 << (ADDR_WIDTH - 1)) - FIFO_DEPTH;
localparam PTR_MIN_GRAY    = PTR_MIN[ADDR_WIDTH-1:0] ^ (PTR_MIN[ADDR_WIDTH-1:0]>>1);
wire                    valid_write;
wire                    valid_read_rs;
wire                    src_rdy_nxt;
wire [ADDR_WIDTH-1:0]   wptr_gray_nxt;
wire [ADDR_WIDTH-1:0]   rptr_gray_nxt;
wire [ADDR_WIDTH-2:0]   wptr_bin_true;
wire [ADDR_WIDTH-2:0]   rptr_bin_rs_true;
wire                    dst_vld_rs;
wire                    dst_rdy_rs;
wire [DATA_WIDTH-1:0]   dst_data_rs;
reg  [CNT_WIDTH-1:0]    src_cnt_nxt;
reg  [ADDR_WIDTH-1:0]   src_cnt_nxt_mid;
reg  [CNT_WIDTH:0]      src_cnt_nxt_mid1;
reg  [CNT_WIDTH-1:0]    dst_cnt_rs;
reg  [ADDR_WIDTH-1:0]   wptr_bin;
reg  [ADDR_WIDTH-1:0]   wptr_bin_nxt;
reg  [ADDR_WIDTH-1:0]   wptr_gray;
reg  [ADDR_WIDTH-1:0]   wptr_gray_to_dst_clk_syn;
reg  [ADDR_WIDTH-1:0]   wptr_gray_to_dst_clk_syn_1;
reg  [ADDR_WIDTH-1:0]   wptr_bin_to_dst_clk;
reg  [ADDR_WIDTH-1:0]   rptr_bin_rs;
reg  [ADDR_WIDTH-1:0]   rptr_bin_rs_nxt;
reg  [ADDR_WIDTH-1:0]   rptr_bin;
reg  [ADDR_WIDTH-1:0]   rptr_bin_nxt;
reg  [ADDR_WIDTH-1:0]   rptr_gray;
reg  [ADDR_WIDTH-1:0]   rptr_gray_to_src_clk_syn;
reg  [ADDR_WIDTH-1:0]   rptr_gray_to_src_clk_syn_1;
reg  [ADDR_WIDTH-1:0]   rptr_bin_to_src_clk;
reg  [DATA_WIDTH-1:0]   fifo_mem     [FIFO_DEPTH-1:0]  ;
reg  [DATA_WIDTH-1:0]   fifo_mem_nxt [FIFO_DEPTH-1:0]  ;
assign valid_write      = src_rdy & src_vld;
assign valid_read_rs    = dst_rdy_rs & dst_vld_rs;
always @(*) begin 
  wptr_bin_nxt          = wptr_bin;
  if ((valid_write == 1'b1) && (wptr_bin == PTR_MAX[ADDR_WIDTH-1:0]))
    wptr_bin_nxt        = PTR_MIN[ADDR_WIDTH-1:0];
  else if (valid_write == 1'b1)
    wptr_bin_nxt        = wptr_bin + 1'b1;
end
always @(posedge src_clk or negedge src_rst_n) begin 
  if (src_rst_n == 1'b0)
    wptr_bin            <= PTR_MIN[ADDR_WIDTH-1:0];
  else
    wptr_bin            <= wptr_bin_nxt;
end
assign wptr_gray_nxt    = wptr_bin_nxt ^ (wptr_bin_nxt>>1);
always @(posedge src_clk or negedge src_rst_n) begin 
  if (src_rst_n == 1'b0)
    wptr_gray           <= PTR_MIN_GRAY;
  else
    wptr_gray           <= wptr_gray_nxt;
end
always @(posedge dst_clk or negedge dst_rst_n) begin 
  if (dst_rst_n == 1'b0)
  begin
    wptr_gray_to_dst_clk_syn_1 <= PTR_MIN_GRAY;
    wptr_gray_to_dst_clk_syn   <= PTR_MIN_GRAY;
  end
  else
  begin
    wptr_gray_to_dst_clk_syn_1 <= wptr_gray;
    wptr_gray_to_dst_clk_syn   <= wptr_gray_to_dst_clk_syn_1;
  end
end
always @(*) begin 
  integer i;
  for (i = 0;i < (ADDR_WIDTH);i = i + 1)
    wptr_bin_to_dst_clk[i]  = ^(wptr_gray_to_dst_clk_syn >> i);
end
assign src_rdy_nxt      = (src_cnt_nxt < FIFO_DEPTH[CNT_WIDTH-1:0]);
always @(*) begin
  if (wptr_bin_nxt >= rptr_bin_to_src_clk)
  begin
    src_cnt_nxt_mid     = wptr_bin_nxt - rptr_bin_to_src_clk;
    src_cnt_nxt         = src_cnt_nxt_mid[CNT_WIDTH-1:0];
  end
  else
  begin
    src_cnt_nxt_mid     = rptr_bin_to_src_clk - wptr_bin_nxt;
    src_cnt_nxt_mid1    = (FIFO_DEPTH[CNT_WIDTH:0]<<1) - src_cnt_nxt_mid;
    src_cnt_nxt         = src_cnt_nxt_mid1[CNT_WIDTH-1:0];
  end
end
always @(posedge src_clk or negedge src_rst_n) begin 
  if (src_rst_n == 1'b0)
  begin
    src_rdy             <= 1'b1;
    src_cnt             <= {CNT_WIDTH{1'b0}};
  end
  else
  begin
    src_rdy             <= src_rdy_nxt;
    src_cnt             <= src_cnt_nxt;
  end
end
always @(*) begin 
  rptr_bin_rs_nxt          = rptr_bin_rs;
  if ((valid_read_rs == 1'b1) && (rptr_bin_rs == PTR_MAX[ADDR_WIDTH-1:0]))
    rptr_bin_rs_nxt        = PTR_MIN[ADDR_WIDTH-1:0];
  else if (valid_read_rs == 1'b1)
    rptr_bin_rs_nxt        = rptr_bin_rs + 1'b1;
end
always @(posedge dst_clk or negedge dst_rst_n) begin
  if (dst_rst_n == 1'b0)
    rptr_bin_rs         <= PTR_MIN[ADDR_WIDTH-1:0];
  else
    rptr_bin_rs         <= rptr_bin_rs_nxt;
end
assign rptr_gray_nxt    = rptr_bin_rs_nxt ^ (rptr_bin_rs_nxt >> 1);
always @(posedge dst_clk or negedge dst_rst_n) begin 
  if (dst_rst_n == 1'b0)
    rptr_gray           <= PTR_MIN_GRAY;
  else
    rptr_gray           <= rptr_gray_nxt;
end
always @(posedge src_clk or negedge src_rst_n) begin 
  if (src_rst_n == 1'b0)
  begin
    rptr_gray_to_src_clk_syn_1 <= PTR_MIN_GRAY;
    rptr_gray_to_src_clk_syn   <= PTR_MIN_GRAY;
  end
  else
  begin
    rptr_gray_to_src_clk_syn_1 <= rptr_gray;
    rptr_gray_to_src_clk_syn   <= rptr_gray_to_src_clk_syn_1;
  end
end
always @(*) begin 
  integer i;
  for (i = 0; i < (ADDR_WIDTH); i = i + 1)
    rptr_bin_to_src_clk[i]  = ^(rptr_gray_to_src_clk_syn >> i);
end
assign dst_data_rs      = fifo_mem[rptr_bin_rs_true];
generate
  reg  [ADDR_WIDTH-1:0]                        dst_cnt_mid_rs;
  reg  [CNT_WIDTH:0]                           dst_cnt_mid1_rs;
  assign dst_vld_rs       = (dst_cnt_rs > {CNT_WIDTH{1'b0}});
  always @(*) begin
    if (wptr_bin_to_dst_clk >= rptr_bin_rs)
    begin
      dst_cnt_mid_rs      = wptr_bin_to_dst_clk - rptr_bin_rs;
      dst_cnt_rs          = dst_cnt_mid_rs[CNT_WIDTH-1:0];
    end
    else
    begin
      dst_cnt_mid_rs      = rptr_bin_rs - wptr_bin_to_dst_clk;
      dst_cnt_mid1_rs     = (FIFO_DEPTH[CNT_WIDTH:0] << 1) - dst_cnt_mid_rs;
      dst_cnt_rs          = dst_cnt_mid1_rs[CNT_WIDTH-1:0];
    end
  end
endgenerate
assign wptr_bin_true    = (wptr_bin[ADDR_WIDTH-1] == 1'b1) ? wptr_bin[ADDR_WIDTH-2:0] : (wptr_bin[ADDR_WIDTH-2:0] - PTR_MIN[ADDR_WIDTH-2:0]);
assign rptr_bin_rs_true = (rptr_bin_rs[ADDR_WIDTH-1] == 1'b1) ? rptr_bin_rs[ADDR_WIDTH-2:0] : (rptr_bin_rs[ADDR_WIDTH-2:0] - PTR_MIN[ADDR_WIDTH-2:0]);
genvar addr;
generate
  for(addr = 0; addr < FIFO_DEPTH; addr = addr + 1) begin 
    always @(*) begin 
      fifo_mem_nxt[addr] = fifo_mem[addr];
      if ((valid_write == 1'b1) && (addr[ADDR_WIDTH-2:0] == wptr_bin_true))
        fifo_mem_nxt[addr] = src_data;
    end
  end
endgenerate
generate
  for (addr = 0; addr < FIFO_DEPTH; addr = addr + 1) begin 
    always @(posedge src_clk or negedge src_rst_n) begin 
      if (src_rst_n == 1'b0)
        fifo_mem[addr] <= {DATA_WIDTH{1'b0}};
      else
        fifo_mem[addr] <= fifo_mem_nxt[addr];
    end
  end
endgenerate
assign dst_vld = dst_vld_rs;
assign dst_data = dst_data_rs;
assign dst_rdy_rs = dst_rdy;
always @(*) begin 
  dst_cnt                = dst_cnt_rs;
end
endmodule
==> flow_metrics.env <==
# yosys + openroad results
export IMPL_r2r_start="wptr_gray_to_dst_clk_syn[4]$_DFF_PN0_"
export IMPL_ys_warn_count=3
export IMPL_core_area_um2=82200
export IMPL_ys_area_um2=25000
export IMPL_std_cell_rows=105
export IMPL_ys_cells=1883
export IMPL_start_kind="flop"
export IMPL_final_core_util_pct=35.1
export IMPL_antenna_cells_inserted=0
export IMPL_firstDrtPassIters=7
export IMPL_power_uw=16700
export IMPL_grt_overflow_total=0
export IMPL_fp_util_pct=30.4
export IMPL_synth_area_um2=25000
export IMPL_crit_start="rptr_bin_rs[1]$_DFF_PN0_"
export IMPL_critPathCapture="dst_data[26]"
export IMPL_rsz0062_at_grt="false"
export IMPL_worst_pin_slew_ps=830
export IMPL_cts_setup_buffers=0
export IMPL_ys_seq_share_pct=55.7
export IMPL_synth_cells=1883
export IMPL_place_detailed_hpwl_mm=40.8
export IMPL_cts_tree="done"
export IMPL_top_usage_layer="met2"
export IMPL_place_inst=2919
export IMPL_grt_max_degree=130
export IMPL_use_met2_pct=27.7
export IMPL_drive_above_1_share_pct=36.6
export IMPL_log_warning_count=39
export IMPL_path_buffers=4
export IMPL_drt_iter0_markers=1158
export IMPL_die_area_um2=84500
export IMPL_syn_area_per_cell_um2=13.3
export IMPL_skew_ps=7.35
export IMPL_wire_per_inst_um=23.5
export IMPL_ys_ff=556
export IMPL_r2r_cells=13
export IMPL_worstPathMaxFanout=29
export IMPL_die_width_um=291
export IMPL_grt_pass1_vias=17000
export IMPL_setup_viol=0
export IMPL_crit_slowest_cell="nor4_1"
export IMPL_critical_path_required_ps=4320
export IMPL_crit_type="flop to primary output"
export IMPL_fin_cells=3022
export IMPL_finalMaxSlewViolations=0
export IMPL_clkSlewWorstSetupHoldPaths_ps=60
export IMPL_antenna_found_initial=4
export IMPL_grtUsageTotal_pct=17.5
export IMPL_cp_top_family="buffers and inverters"
export IMPL_pwr_density_cell_nw_per_um2=579
export IMPL_synth_async_reset_ratio_pct=100
export IMPL_regToRegSetupSlack_ps=1360
export IMPL_gp_congestion=0.813
export IMPL_max_slew_margin_pct=43.9
export IMPL_p_leak_uw=0.0130
export IMPL_postRouteAntennaNets=0
export IMPL_cp_num_cells=8
export IMPL_flop_cell="dfrtp_1"
export IMPL_lay_top_cells="553 x dfrtp_1, 535 x mux2_2, 79 x clkdlybuf4s50_1"
export IMPL_cpMostUsedCell="inv_1"
export IMPL_ios=82
export IMPL_drt_total_wl_mm=70.9
export IMPL_hp_class="flop to flop"
export IMPL_grt_pass1_wl_mm=109
export IMPL_finalHoldViolCount=0
export IMPL_crit_chain="inv_1, ha_2, buf_4, a2111o_2, inv_1, nor4_1, nor2_1, clkdlybuf4s50_1"
export IMPL_lay_top_count="dfrtp_1"
export IMPL_peakVddDrop_uv=317
export IMPL_via_per_inst=5.39
export IMPL_cts_sinks=556
export IMPL_edf_count=0
export IMPL_area_growth_synth_to_final_pct=15.6
export IMPL_num_vias=16300
export IMPL_maxCapViolations=0
export IMPL_cp_arrival_ps=3900
export IMPL_use_met1_pct=23.6
export IMPL_end_kind="primary output"
export IMPL_yosysUniqueCellTypes=62
export IMPL_grtUsageMet3_pct=6.00
export IMPL_drc_errors=0
export IMPL_port_buffers=80
export IMPL_fp_dieH_um=291
export IMPL_status="completed"
export IMPL_critical_path_max_stage_delay_ps=600
export IMPL_setup_tns_final_ps=0
export IMPL_timing_rr_end="rptr_gray[1]$_DFF_PN0_"
==> power by group <==
group	switching, uW	internal (uW)	leakage, uW
clock	1600	2280	0.000909
combinational	3390	3120	0.00467
sequential	790	5570	0.00742
total	5780	11000	0.0130
==> metrics by stage <==
step           setup slack (ps)  hold WS [ps]  instance area, um^2
2_1_floorplan              1570           331                25000
3_3_place_gp                761           337                27000
3_5_place_dp                718           335                27000
4_1_cts                     441           136                28900
5_1_grt                     270           186                28900
6_report                    416           157                28900
==> area by class of cell <==
class	count	area [um^2]
multi-input combinational	1139	10400
clock buffer	83	1680
clock inverter	16	164
fill	7732	53300
inverter	19	71.3
timing repair buffer	139	1350
sequential	556	13900
tap	1070	1340
==> layer usage <==
metal	part of all wire [%]	up-vias	wire (um)
met1	41	8558	29300
met5	0.10	-	72
met4	2.6	8	1870
met3	8.2	122	5840
li1	-	7063	-
met2	48	551	33800
==> worst min-delay path by stage <==
stage,start,end,slack [ps],depth (start not counted)
CTS,rptr_gray[4]$_DFF_PN0_,rptr_gray_to_src_clk_syn_1[4]$_DFF_PN0_,140,0
global route,rptr_gray[4]$_DFF_PN0_,rptr_gray_to_src_clk_syn_1[4]$_DFF_PN0_,190,0
finish,rptr_gray[4]$_DFF_PN0_,rptr_gray_to_src_clk_syn_1[4]$_DFF_PN0_,160,0
==> cell families (layout without fill, tap and decap cells) <==
group,Yosys count,in the layout,synth area share [%]
adder cells (fa/ha/maj),21,21,1.11
AND/OR/NAND/NOR,195,195,3.51
XOR/XNOR,22,22,0.771
flip-flops,556,556,55.7
AND-OR/OR-AND,344,344,10.3
multiplexers,557,557,25.2
buffers and inverters,188,257,3.41
==> sequential cells by signal, summed over array words and instances (netlist names) <==
signal,count
wptr_bin,4
src_cnt,5
wptr_gray_to_dst_clk_syn_1,5
fifo_mem,512
rptr_gray,5
rptr_gray_to_src_clk_syn_1,5
rptr_gray_to_src_clk_syn,5
wptr_gray_to_dst_clk_syn,5
src_rdy,1
rptr_bin_rs,4
wptr_gray,5
==> cells in the mapped netlist (4+ instances only) <==
master | instances | area share (%)
and2_1 | 5 | 0.13
a21o_1 | 5 | 0.15
nor2_1 | 69 | 1.0
a32oi_1 | 6 | 0.21
a22o_1 | 23 | 0.81
xor2_1 | 10 | 0.35
a311oi_1 | 4 | 0.14
a22oi_1 | 62 | 1.9
clkbuf_1 | 76 | 1.1
and3_1 | 4 | 0.10
xnor2_1 | 12 | 0.42
o22ai_1 | 5 | 0.13
buf_1 | 21 | 0.32
dfrtp_1 | 555 | 56
a211oi_1 | 5 | 0.15
mux4_2 | 5 | 0.45
o21ai_0 | 41 | 0.82
nor2b_1 | 11 | 0.28
a31oi_1 | 21 | 0.53
nand2b_1 | 6 | 0.15
ha_1 | 19 | 0.95
mux2i_1 | 17 | 0.68
mux2_2 | 535 | 24
buf_6 | 8 | 0.36
inv_1 | 17 | 0.26
nand2_1 | 57 | 0.86
nor3_1 | 6 | 0.12
a21oi_1 | 53 | 1.1
a221o_1 | 4 | 0.16
buf_2 | 61 | 1.2
nand3_1 | 25 | 0.50
a221oi_1 | 49 | 1.7
a222oi_1 | 40 | 1.6
o211ai_1 | 4 | 0.12
==> timing repair <==
action / CTS / global route
hold endpoints to repair: 4 / 0
endpoints found under the setup margin: 0 / 0
resized: 0 / 0
hold buffers: 4 / 0
Power is estimated from default activity; no workload was simulated.
